==> flow/design.v <==
`timescale 1ns / 1ps
module sequence_detector(
    input wire clk,
    input wire rst,
    input wire [10:0] switches,
    output reg [3:0] out
);
    parameter STATE0 = 2'b00;
    parameter STATE1 = 2'b01;
    parameter STATE2 = 2'b10;
    parameter STATE3 = 2'b11;
    reg [1:0] state;
    reg [3:0] count_11;  
    reg [3:0] switch_index;  
    always @(posedge clk or posedge rst) begin
        if (rst) begin
            state <= STATE0;
            count_11 <= 4'd0;
            switch_index <= 4'd0;
            out <= 4'b0000;
        end
        else begin
            if (switches[10]) begin 
                if (switch_index == 4'd10) begin  
                    switch_index <= 4'd0;  
                    case (count_11)
                        4'd0: out <= 4'b0000;
                        4'd1: out <= 4'b0001;
                        4'd2: out <= 4'b0010;
                        4'd3: out <= 4'b0011;
                        default: out <= 4'b0100;
                    endcase
                    count_11 <= 4'd0;  
                end
                else begin
                    case(state)
                        STATE0: begin
                            state <= (switches[switch_index]) ? STATE1 : STATE0;
                        end
                        STATE1: begin
                            state <= (switches[switch_index]) ? STATE1 : STATE2;
                        end
                        STATE2: begin
                            state <= (switches[switch_index]) ? STATE3 : STATE0;
                            if (switches[switch_index]) begin  
                                count_11 <= count_11 + 4'd1;  
                            end
                        end
                        STATE3: begin
                            state <= (switches[switch_index]) ? STATE1 : STATE2;
                        end
                        default: state <= STATE0;
                    endcase
                    switch_index <= switch_index + 4'd1;  
                end
            end
            else begin  
                switch_index <= 4'd0;
                count_11 <= 4'd0;
            end
        end
    end
endmodule
==> flow/run.sh <==
#!/bin/bash
# OpenROAD 26Q1-2900-gdf79404cd8, Yosys 0.63+post, stock flow scripts
make -C /OpenROAD-flow-scripts/flow DESIGN_CONFIG=/design/flow/config.mk WORK_HOME=/design/flow/orfs finish
==> flow/config.mk <==
export PLATFORM = sky130hd
export DESIGN_NAME = sequence_detector
export DESIGN_NICKNAME = sequence_detector
export VERILOG_FILES = /design/flow/design.v
export SDC_FILE = /design/flow/constraint.sdc
export NUM_CORES = 4
export LEC_CHECK = 1
export CORE_AREA = 10 10 77 77
export DIE_AREA = 0 0 87 87
==> flow/constraint.sdc <==
current_design sequence_detector

set clk_period 4.2
set clk_io_pct 0.2

create_clock -name clk0 -period $clk_period [get_ports {clk}]

set non_clock_inputs [all_inputs -no_clocks]
set_input_delay [expr $clk_period * $clk_io_pct] -clock clk0 $non_clock_inputs
set_output_delay [expr $clk_period * $clk_io_pct] -clock clk0 [all_outputs]
==> impl_metrics.csv <==
group,metric,value,unit
status,status,"completed",
clock_tree,clk_pin_slew,0.06,ns
floorplanning,die_y,87,um
timing,slew_viol_final,0,
synthesis,synthDistinctLibCells,38,
drt,wl,1696,um
power,p_leak,0.4923,nW
run,warnings,29,
drt,routedWlPerCell,11.01,um
global_route,antenna_found_initial,0,
global_route,grt_pass1_wl,3056,um
timing,finClkSkew,0.003212,ns
synthesis,yosysTopAreaCell,"dfrtp_1",
clock_tree,htree_levels,1,
floorplanning,fp-utilization,20.49,%
global_route,grt-ovfl-total,0,
worst_setup_path,cp-end-kind,"register",
drt,drc,0,
global_route,grt_util_all_layers,4.832,%
timing,worst_hold_slack,0.4799,ns
drt,dr_total_vias,649,
worst_setup_path,crit_path_start_kind,"input pin",
synthesis,most_common_cell,"dfrtp_1",
clock_tree,post_cts_buffers,0,
final_layout,design_area,1126,um2
placement,dp_hpwl,1336,um
clock_tree,worstSkewPairLatency,0.24,ns
power,power_per_cell_area,273.7,nW/um2
timing,finalClockPeriodUsage,54.26,%
worst_setup_path,crit_arrival,2.45,ns
worst_setup_path,crit_type,"input pin to register",
timing,min_period,2.279,ns
global_route,grt_max_degree,16,
drt,antenna_violating_nets_post_route,0,
synthesis,area_leaders,"dfrtp_1 (39%), ha_1 (8.4%), nand2_1 (5.0%)",
global_route,grt_pass1_vias,688,
timing,relSlewSlack,61.16,%
worst_setup_path,critPathMaxStageDelay,0.57,ns
timing,tightest_slew,0.5811,ns
synthesis,synth_area,892.1,um2
worst_setup_path,cp_cell_sequence,"clkdlybuf4s50_1, nor2b_1, a2111oi_1, o31ai_4, nand2_2, mux2i_1",
synthesis,syn_inst,87,
floorplanning,core,4354,um2
synthesis,ys_seq_elements,15,
clock_tree,numCtsBuffers,3,
timing,rsz0062_at_grt,"false",
clock_tree,holdBufCountCts,0,
placement,globalplace.congestion,0.7455,
timing,timing.setup.tns,0,ns
clock_tree,cts_buffer_depth,2,
worst_setup_path,slowest_stage,"a2111oi_1",
synthesis,synthArstFlopShare,100.0,%
timing,hold_viol,0,
synthesis,synth.avg_cell_area,10.25,um2
power,peakVddDrop,91.26,uV
worst_setup_path,crit_fanout,7,
floorplanning,die_w,87,um
floorplanning,die-area,7569,um2
final_layout,nFillCells,438,
drt,n_antenna_cell,0,
synthesis,top_cells_by_count,"dfrtp_1 (14), nand2_1 (12), nor2_1 (10), ha_1 (6), inv_1 (5)",
timing,setup_viol,0,
synthesis,ff_type,"dfrtp_1",
worst_setup_path,crit_required,4.37,ns
synthesis,synth_top_area_share,39.27,%
synthesis,edf_count,0,
placement,io_buffer_count,15,
synthesis,yosys_warnings,1,
synthesis,synth_stat.cells,87,
final_layout,syn2layout_area_growth,26.23,%
clock_tree,cts_sinks,15,
drt,drtIter0Drc,18,
synthesis,yosys_area,892.1,um2
clock_tree,root_buffer,"clkbuf_8",
run,cap_violations,0,
drt,via_per_inst,4.214,
synthesis,ys_seq_share,42.22,%
placement,placed_area,1081,um2
hold_path,hold_class,"register to register",
clock_tree,cts_tree,"built",
floorplanning,rows,24,
clock_tree,post_cts_resize_count,0,
floorplanning,pin_count,17,
drt,first_pass_iters,4,
final_layout,drive_gt1_share,10.78,%
timing,fmax,0.4388,GHz
## metrics by stage
| step | total power, W | setup WS, ns | utilization [%] | instances |
|---|---|---|---|---|
| CTS | 0.0003131 | 1.903 | 25.86 | 154 |
| floorplan | 0.0001837 | 2.169 | - | 87 |
| detailed placement | 0.0001984 | 1.638 | 24.83 | 150 |
| finish | 0.0003082 | 1.921 | 25.86 | 154 |
| global placement | 0.0001974 | 1.686 | 24.83 | 150 |
| global route | 0.0003265 | 1.789 | 25.86 | 154 |
## critical path, delay by kind of cell
| kind | cells | cell delay [ns] |
|---|---|---|
| buffers and inverters | 1 | 0.39 |
| and+or+nand+nor | 2 | 0.27 |
| AOI/OAI and AO/OA | 2 | 0.76 |
| muxes | 1 | 0.18 |
## layout by cell type, fill, tap and decap left out, drive strengths merged
cell type	Yosys	routed
clkdlybuf4s50	0	15
dfrtp	14	14
nand2	13	13
nor2	10	10
ha	6	6
inv	5	5
clkbuf	1	4
mux2i	3	3
nand2b	2	2
xnor2	2	2
a21oi	2	2
nand3	2	2
o41ai	2	2
mux4	2	2
nor3	2	2
o31ai	2	2
o21ai	2	2
nor2b	1	1
a2111oi	1	1
a31o	1	1
o211ai	1	1
nand3b	1	1
and2	1	1
a31oi	1	1
a41o	1	1
o22a	1	1
nand4b	1	1
nor4	1	1
and3	1	1
conb	1	1
dfstp	1	1
## flip-flops by register name, summed over array words and instances, names as in the netlist
signal,flops
state,4
out,3
switch_index,4
count_11,4
## final cells by class
class,instances,area [um2],area share [%]
timing repair buffer,15,150.1,13.33
inverter,5,18.77,1.667
tap,52,65.06,5.778
clock buffer,4,45.04,4.000
sequential,15,376.6,33.44
multi-input combinational,63,470.5,41.78
## report_power, final
group          internal, W  switching (W)
registers         0.000147     0.00000525
logic            0.0000233      0.0000194
clock network    0.0000670      0.0000462
total             0.000237      0.0000709
## cells by family after synthesis
kind of cell | share of synthesized area, %
AOI/OAI and AO/OA | 14.31
xor gates and xnor gates | 1.964
adders and majority gates | 8.415
buffers and inverters | 5.049
DFF | 42.22
muxes | 8.836
other | 0.4204
and+or+nand+nor | 18.80
## worst paths after layout
kind / start / endpoint / slack, ns / depth (start not counted)
setup / recovery: switches[8] / count_11[1] / 1.92 / 6
hold / removal: out[2] / out[2] / 0.48 / 2
setup reg to reg: switch_index[0] / count_11[1] / 2.38 / 5
hold reg to reg: out[2] / out[2] / 0.48 / 2
max in group asynchronous: rst / count_11[1] / 2.87 / 2
min in group asynchronous: rst / count_11[2] / 0.95 / 2
## metal layers
| layer | GRT usage [%] | routed length, um | up-vias |
|---|---|---|---|
| li1 | - | - | 336 |
| met1 | 5.269 | 723 | 299 |
| met2 | 8.661 | 830 | 10 |
| met3 | 1.981 | 118 | 4 |
| met4 | 0.7364 | 24 | 0 |
| met5 | 0 | 0 | - |
Power and IR drop assume default switching activity.
