`flow/design.v`:
```
`timescale 1ns / 1ps
module clock_divider(
    input wire clk,         
    input wire rst,         
    output reg clk_out      
);
    reg [31:0] counter;     
    parameter DIVISOR = 50000000;   
    always @(posedge clk or posedge rst) begin
        if (rst) begin
            counter <= 0;       
            clk_out <= 0;       
        end
        else begin
            if (counter == DIVISOR - 1) begin
                counter <= 0;       
                clk_out <= ~clk_out;   
            end
            else begin
                counter <= counter + 1;   
            end
        end
    end
endmodule
```
`flow/run.sh`:
```
#!/bin/bash
# OpenROAD 26Q1-2900-gdf79404cd8, Yosys 0.63+post, stock flow scripts
make -C /OpenROAD-flow-scripts/flow DESIGN_CONFIG=/design/flow/config.mk WORK_HOME=/design/flow/orfs finish
```
`flow/config.mk`:
```
export PLATFORM = sky130hd
export DESIGN_NAME = clock_divider
export DESIGN_NICKNAME = clock_divider
export VERILOG_FILES = /design/flow/design.v
export SDC_FILE = /design/flow/constraint.sdc
export NUM_CORES = 4
export LEC_CHECK = 1
export CORE_UTILIZATION = 40
```
`flow/constraint.sdc`:
```
current_design clock_divider

set clk_period 6.2
set clk_io_pct 0.2

create_clock -name clk0 -period $clk_period [get_ports {clk}]

set non_clock_inputs [all_inputs -no_clocks]
set_input_delay [expr $clk_period * $clk_io_pct] -clock clk0 $non_clock_inputs
set_output_delay [expr $clk_period * $clk_io_pct] -clock clk0 [all_outputs]
```
==> results.json <==
{
  "layout_top_cell": "dfrtp_1",
  "hp-class": "reg2reg",
  "ir_drop_uv": 179.6,
  "yosys_area_mm2": 0.001695,
  "topCombFamilyByArea": "simple AND/OR/NAND/NOR gates",
  "initCoreUtil": 0.4208,
  "root_buffer": "clkbuf_8",
  "logic_area_um2": 835.8,
  "power.share.clock": 0.444,
  "avgSynthCellArea_um2": 10.40,
  "grt_use_total": 0.1704,
  "switching_power_w": 0.00007998,
  "crit_slowest_cell": "clkdlybuf4s50_1",
  "fa_ha_area_frac": 0.007380,
  "wire_per_inst_um": 14.07,
  "crit_chain": "clkdlybuf4s50_1",
  "grt_max_degree": 34,
  "worst-path-buf-inv": 1,
  "synth-edff-count": 0,
  "tightest_slew_ps": 712.3,
  "post-cts-setup-buffer-count": 0,
  "critPathLaunchType": "register",
  "dpl.hpwl_um": 2142,
  "die_y_um": 67.11,
  "dieArea_mm2": 0.004503,
  "synthToLayoutAreaGrowth_pct": 9.963,
  "simple_gate_area_frac": 0.3210,
  "finClkSkew_ps": 5.885,
  "synth.ff_latch_count": 33,
  "finalCritPeriodShare": 0.3785,
  "ys_seq_frac": 0.4871,
  "synth-xor-area-share": 0.1446,
  "globalplace.congestion": 0.8152,
  "critPathTopFamily": "buffers and inverters",
  "cp-end-kind": "primary output",
  "seqCellArea_um2": 825.8,
  "relSlewSlack": 0.5207,
  "dr.pass1.iters": 4,
  "yosysCellCount": 163,
  "ys_types": 33,
  "ys.flop_type": "dfrtp_1",
  "swShare": 0.2017,
  "via_per_inst": 5.505,
  "drt_iter0_drc": 54,
  "fmax_mhz": 426.1,
  "drc": 0,
  "seqPwrFrac": 0.543,
  "fin_tns_setup_ps": 0,
  "finalSetupViolCount": 0,
  "timing.hold.ws_ps": 469.3,
  "cts_sinks": 33,
  "busiest_layer": "met1",
  "cts_buffers": 5,
  "die-width_um": 67.11,
  "drt_wl_total_um": 3096,
  "clock.latency.late_pin_ps": 280,
  "warnings": 25,
  "use_met2": 0.2500,
  "async_reset_ff_frac": 1.000,
  "use_met3": 0.03472,
  "cpPeakStageDelay_ps": 470,
  "layout-drive-gt1-share": 0.1176,
  "io_pins": 3,
  "setup_slack_ps": 3853,
  "core-area_mm2": 0.004029,
  "slew_violations": 0,
  "htreeDepth": 2,
  "power_density_mw_per_mm2": 212.7,
  "crit_required_ps": 4960,
  "antenna_cells": 0,
  "crit_type": "reg2out",
  "synthMuxAreaShare": 0,
  "final_util": 0.4627,
  "aoi_share": 0.01993,
  "grt_pass1_vias": 1192,
  "final_cell_mix": "33 x dfrtp_1, 17 x nor2_1, 16 x nand3_1, 14 x xnor2_1, 14 x xor2_1",
  "crit_arrival_ps": 1110,
  "portBuffers": 2,
  "yosys_warnings": 1,
  "cts_resized": 0,
  "rsz0062_at_grt": "no",
  "pre_cts_ws_ps": 4065,
  "max-clock-path-buffers": 2,
  "cts_tree": "built",
  "leakage_nw": 0.8229,
  "power_frac_comb": 0.013,
  "dr_total_vias": 1211,
  "met1_usage": 0.2781,
  "gr-total-overflow": 0,
  "fin_crit_ps": 2347,
  "syn_inst": 163,
  "synth.cell_area_mm2": 0.001695,
  "rows": 23,
  "ant_nets": 0,
  "final_area_mm2": 0.001864,
  "cp_max_fo": 2,
  "place_area_mm2": 0.001763,
  "finalHoldViolations": 0,
  "antenna_found_initial": 0,
  "fillers": 375,
  "grt_pass1_wl_um": 5568,
  "clkTransAtPathRegs_ps": 60,
  "ctsHoldBuffers": 0,
  "power.internal_w": 0.0003165,
  "outcome": "complete, no violations",
  "maxCapViolCount": 0
}
==> area by class of cell <==
type,instances,area share
Timing Repair Buffer,3,0.01477
Tap cell,50,0.03356
Clock inverter,1,0.002685
Inverter,3,0.006040
Multi-Input combinational cell,123,0.4483
Clock buffer,7,0.05168
Sequential cell,33,0.4430
==> synth_stat cells, drive strengths merged, types with 2 or more instances <==
library cell | instances | area share
clkbuf | 2 | 0.0044
nor2 | 17 | 0.038
buf | 2 | 0.0089
or3 | 3 | 0.011
nand4 | 11 | 0.049
dfrtp | 33 | 0.49
inv | 3 | 0.0066
or4 | 4 | 0.022
xnor2 | 14 | 0.072
nand2 | 12 | 0.027
nor4 | 7 | 0.035
and4 | 2 | 0.011
and3 | 3 | 0.011
xor2 | 14 | 0.072
o21ai | 2 | 0.0059
nand3 | 18 | 0.063
nor3 | 8 | 0.036
==> stage by stage <==
step                      power (W)  cells
after floorplan           0.0002225    163
after global placement    0.0002246    212
after detailed placement  0.0002248    212
after CTS                 0.0004015    220
after global routing      0.0004120    220
final                     0.0003965    220
==> kinds of logic after synthesis <==
family                     count (synthesis)
buffers and inverters                      7
and+or+nand+nor                           89
DFF                                       33
AOI/OAI and AO/OA                          5
xor gates and xnor gates                  28
adders and majority gates                  1
==> flip-flops by register name, indices dropped and copies added, names as in the netlist <==
signal and count:
counter 32, clk_out 1
==> power groups by stage <==
stage	clock (W)	combinational, W	sequential [W]
6_report	0.000176	0.00000510	0.000215
5_1_grt	0.000191	0.00000618	0.000215
4_1_cts	0.000181	0.00000549	0.000215
==> routing by layer <==
layer / up-vias / routed length, um / share of wire
met3: 6 / 106 / 0.034
met5: - / 0 / 0
li1: 592 / - / -
met4: 0 / 53 / 0.017
met1: 598 / 1549 / 0.50
met2: 15 / 1385 / 0.45
==> path summary, 6_finish.rpt <==
path	depth (start not counted)	to	slack (ps)	startpoint
setup / recovery	1	clk_out	3850	clk_out
hold / removal	1	clk_out	470	clk_out
setup reg to reg	4	clk_out	4070	counter[10]
hold reg to reg	1	clk_out	470	clk_out
max in group asynchronous	3	counter[10]	4550	rst
min in group asynchronous	3	clk_out	1340	rst
Power figures rest on the tool's default switching activity, not on a simulated workload.
