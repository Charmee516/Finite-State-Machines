==> flow/design.v <==
`timescale 1ns / 1ps
module seven_segment(
    input [3:0] in,               
    output reg [3:0] seven_enable, 
    output reg A,                 
    output reg B,
    output reg C,
    output reg D,
    output reg E,
    output reg F,
    output reg G
);
    reg [6:0] segments;
    always @(*) begin
        case (in)
            4'd0: segments = 7'b0000001; 
            4'd1: segments = 7'b1001111; 
            4'd2: segments = 7'b0010010; 
            4'd3: segments = 7'b0000110; 
            4'd4: segments = 7'b1001100;
            4'd5: segments = 7'b0100100; 
            4'd6: segments = 7'b0100000; 
            4'd7: segments = 7'b0001111; 
            4'd8: segments = 7'b0000000; 
            4'd9: segments = 7'b0000100; 
            default: segments = 7'b1111111;
        endcase
    end
    always @(*) begin
        {A, B, C, D, E, F, G} = segments;
    end
    always @(*) begin
        seven_enable = 4'b1110; 
    end
endmodule
==> flow/run.sh <==
#!/bin/bash
# OpenROAD 26Q1-2900-gdf79404cd8, Yosys 0.63+post, stock flow scripts
make -C /OpenROAD-flow-scripts/flow DESIGN_CONFIG=/design/flow/config.mk WORK_HOME=/design/flow/orfs finish
==> flow/config.mk <==
export PLATFORM = sky130hd
export DESIGN_NAME = seven_segment
export DESIGN_NICKNAME = seven_segment
export VERILOG_FILES = /design/flow/design.v
export SDC_FILE = /design/flow/constraint.sdc
export NUM_CORES = 4
export LEC_CHECK = 1
export CORE_AREA = 10 10 70 70
export DIE_AREA = 0 0 80 80
==> flow/constraint.sdc <==
current_design seven_segment

set clk_period 1.5
set clk_io_pct 0.2

create_clock -name clk0 -period $clk_period

set non_clock_inputs [all_inputs -no_clocks]
set_input_delay [expr $clk_period * $clk_io_pct] -clock clk0 $non_clock_inputs
set_output_delay [expr $clk_period * $clk_io_pct] -clock clk0 [all_outputs]
==> run summary <==
yosys + openroad results -> Critical Path Most Common Cell buf_6, Std-Cell Rows 21, Comb gate area 216 µm², Setup Crit Path Kind input pin to primary output, # placed instances 97, PD cells between 200 and 250 mW/mm², startpoint types input pin, count of buffers from port buffering 11, most common logic cells in the final layout buf_4, nor2_1, conb_1, max-slew violation count 0, VDD IR-drop max a little over 0.03 mV, fa+ha+maj area frac 25.3%, Avg Synthesized Cell Area approximately 6.4 µm², Post-Synthesis Cells 39, yosys cell count 39, post-layout min period roughly 1.5 ns, drt wl/cell ~7.1 µm, pre-CTS setup slack -0.761 ns, worst hold slack approximately 0.99 ns, FILL cells 408, Hold Fails Final Rpt 0, CP Data Arrival Time roughly 1.2 ns, DR pass1 iterations 4, Compound-Gate Fraction of Synth Area between 20% and 30%, DR vias 270, Final setup viols 0, antenna-violating nets left 0, Via density around 2.8, total die size approximately 0.0064 mm², post-detail-place hpwl just over 600 µm, Hold WC Path Type input pin to primary output, CP Cell Sequence buf_6, buf_6, or2b_1, a21oi_1, nor2_1, clkdlybuf4s15_1, Die H 80 µm, Synth Seq Share 0%, register area 0 µm², Seq cells 0, Achievable Freq 686 MHz, Leak 0.190 nW, status completed, worst stage delay on the critical path roughly 0.26 ns, first-pass GRT wire length around 1100 µm, CP max stage cell or2b_1, multiplexer share of the synthesized area 0%, initial antenna violation count 0, Final Cycle Share 97.1%, Pre-Place Util 7.25%, number of global-route vias before repair 240, CP max FO 4, crit path DRT 1.20 ns, CLK BUF 0, Layout Cells excl Fill 98, final WL 695 µm, Unique masters post-synth 15, ratio of cells with drive above 1 in the final layout a little over two fifths, GPL Wtd Cong between 0.6 and 0.7, setup TNS 0 ns, final worst slack between 0.04 and 0.05 ns, pin count of the biggest net entering global routing 11, Synth Area in Simple Gates a little over a quarter, Logic family by area simple AND/OR/NAND/NOR gates, CP delay by family, top buffers and inverters, RSZ-0062 raised after global routing true, total track usage roughly 2%, Worst Path Buf+Inv 3, Final Power 0.0000886 W, DRC viols 0, diodes inserted 0, Area growth syn-to-layout 70.2%, Placeable Area 0.00342 mm², Mapped Area between 200 and 250 µm², Crit. End Element primary output, xor/xnor share 0%, Tool Warnings 37, io pins 15, width of the die 80 µm, Yosys warnings 1, grt ovf 0, dominant logic cell type in the layout buf_4, 1st-iter DRT viols 11, Max Cap Viol 0, Yosys chip area 248 µm²
path summary, 6_finish.rpt:
kind,startpoint,endpoint,slack [ns],depth (start not counted)
worst max-delay path,in[1],F,0.04,6
worst min-delay path,in[0],E,0.99,4
logic make-up after synthesis:
logic type	Yosys count
simple gates	13
other cells	2
fa+ha+maj	5
compound gates	10
buf+inv	9
what timing repair did:
item / in CTS / in global routing
pin swaps: 9 / 2
setup buffers: 2 / 0
setup endpoints to repair: 7 / 4
gates cloned: 0 / 0
gates resized: 41 / 6
hold buffers: 0 / 0
cell type report:
cell class / instances / area share [%]
Timing Repair Buffer: 17 / 32.3
Inverter: 3 / 2.67
Multi-Input combinational cell: 32 / 51.3
Tap cell: 46 / 13.6
power by group:
part	internal, W	leakage [nW]	total [W]	switching [W]
combinational	0.0000511	0.190	0.0000886	0.0000375
sequential	0	0	0	0
clock	0	0	0	0
cell usage after synthesis:
| cell | n | area (µm²) |
|---|---|---|
| a21oi_1 | 2 | 10.0 |
| buf_4 | 4 | 30.0 |
| ha_1 | 5 | 62.6 |
| nand2_1 | 2 | 7.51 |
| inv_1 | 3 | 11.3 |
| a31oi_1 | 1 | 6.26 |
| nand2b_1 | 4 | 25.0 |
| conb_1 | 2 | 7.51 |
| buf_6 | 1 | 11.3 |
| buf_2 | 1 | 5.00 |
| or2b_1 | 1 | 7.51 |
| o21ai_0 | 6 | 30.0 |
| a21oi_2 | 1 | 8.76 |
| nor2_1 | 5 | 18.8 |
| or2_1 | 1 | 6.26 |
stage by stage:
step                      util (%)  area [µm²]
after global routing          12.3         422
after CTS                     12.5         425
after detailed placement      12.1         414
after global placement        12.1         414
after floorplan                  -         255
final                         12.3         422
layer usage:
metal | vias up | track usage [%] | share of wire [%]
li1 | 143 | - | -
met1 | 112 | 2.64 | 43
met2 | 15 | 3.61 | 46
met3 | 0 | 0.455 | 11
met4 | 0 | 0 | 0
met5 | - | 0 | 0
Power and IR drop assume default switching activity.
